[flow/design.v]
module ALU 
#(
	parameter WIDTH = 32
)(	
	input 		[3:0]  		selector,
	input 		[WIDTH-1:0] a, b,
	output reg	[WIDTH-1:0] y,
	output reg 				zero
);
	always @ (*)
		begin
			y= 4'b0;
			case (selector)
			4'b0000: y = a;
			4'b0001: y = b;
			4'b0010: y = a + 1'b1;
			4'b0011: y = b + 1'b1;
			4'b0100: y = a + b;
			4'b0101: y = a + ~b;
			4'b0110: y = a + (~b) + 1'b1;
			4'b0111: y = a & b;
			4'b1001: y = a | b;
			4'b1010: y = a ^ b;
			4'b1011: y = ~a;
			4'b1100: y = ~b;
			4'b1101: y = a << 1;
			4'b1110: y = a >> 1;
			4'b1111: y = 0;
			default: y = 4'b0;
		endcase
		zero = (y == 32'h0) ? 1 : 0;
	end
endmodule
[flow/run.sh]
#!/bin/bash
# OpenROAD 26Q1-2900-gdf79404cd8, Yosys 0.63+post, stock flow scripts
make -C /OpenROAD-flow-scripts/flow DESIGN_CONFIG=/design/flow/config.mk WORK_HOME=/design/flow/orfs finish
[flow/config.mk]
export PLATFORM = sky130hd
export DESIGN_NAME = ALU
export DESIGN_NICKNAME = ALU
export VERILOG_FILES = /design/flow/design.v
export SDC_FILE = /design/flow/constraint.sdc
export NUM_CORES = 4
export LEC_CHECK = 1
export CORE_UTILIZATION = 40
[flow/constraint.sdc]
current_design ALU

set clk_period 31.7
set clk_io_pct 0.2

create_clock -name clk0 -period $clk_period

set non_clock_inputs [all_inputs -no_clocks]
set_input_delay [expr $clk_period * $clk_io_pct] -clock clk0 $non_clock_inputs
set_output_delay [expr $clk_period * $clk_io_pct] -clock clk0 [all_outputs]
==> design notes <==
The synthesized design spends more area on one cell type than any other, namely sky130_fd_sc_hd__ha_1. Once detailed placement completed, the half-perimeter wirelength came to 34.9 mm. For this run, the top clock speed supported by timing is 0.0526 GHz.

The power density normalized to cell area was 18.7 nW/um^2. The design has 0 sequential cells. The final layout contains routed wiring with a total length of 47.8 mm.

The via count of the first global-routing pass is 11200, and the number of buffers added on ports is 101. The die outline width was 153 um; the setup total negative slack was 0 ns. Sort of element at the start of the critical path: a primary input. The total via count after detailed routing is 12100. In this run the post-CTS setup repair buffer count came out at 0. Per the Yosys statistics, synthesis produced 1416 cells. In the post-synthesis netlist, the biggest area contributors are sky130_fd_sc_hd__ha_1, sky130_fd_sc_hd__a21oi_1, sky130_fd_sc_hd__nor2_1.

For the largest net degree at the start of global routing, the log shows 65. The count of warnings emitted by yosys was 1; the internal power of the cells was 0.0728 mW. Critical path endpoint category: an output port.

The chip occupies 23400 um^2. The clock network burns 0% of the power. In this run switching power makes up 62.4% of total power. Setup-violating endpoint count in the final report: 0. Setup repair after global routing left no endpoint under its margin.

The largest delay contributor family on the critical path is simple AND/OR/NAND/NOR gates. The first TritonRoute pass finished after 6 iterations. In the layout the commonest cells are sky130_fd_sc_hd__a21oi_1, sky130_fd_sc_hd__nor2_1, sky130_fd_sc_hd__nand2_1, sky130_fd_sc_hd__inv_1, sky130_fd_sc_hd__clkdlybuf4s50_1. Worst setup path category: primary input to output port. At the placement stage, the worst setup path has a slack of 12.75 ns.

The initial antenna violation count came out at 0. Recorded from the global router log, the overflow total was 0. The sequential standard cell area was 0 um^2. The mean post-synth cell area came out at 6.45 um^2. The run gives 0.00000750 V as the largest vdd supply drop. 101 I/O pins were placed. For this configuration, the core starts out at a cell density of 41.3%. The report lists the cells along the critical path as clkdlybuf4s50_1 -> inv_1 -> fa_1 -> nor4bb_1 -> o21ai_0 -> o211a_1 -> ha_1 -> nand2_1 -> a21oi_1 -> a31oi_1 -> nor2_1 -> or3_1 -> or4b_1 -> or3_1 -> or4_1 -> or4_1 -> or4_1 -> nor4b_2 -> nand4b_1 -> nor4_2 -> clkdlybuf4s50_1. The final timing report lists a max-slew violation count of 0. Of the available clock period, the critical path in the final layout requires 59.9%. The run gives 13.2% for the share of the synthesized area in the top cell type. The script extracted a net switching power of 0.121 mW. Once detail routing completed, the nets flagged for antenna violations numbered 0.

The tools report the all-layer global routing usage as 40.5%. The post-detailed-route wirelength per cell came out at 27.4 um. The run gives 0% for the sequential element share of the synthesized area. The max-capacitance violation count was 0.

By instance count, the cell type seen most on the critical path is sky130_fd_sc_hd__or4_1. With the hold violation count in the final report at 0, the max-slew headroom at the worst pin is 40.5%. The instance count along the most critical hold path was 5. For this design, the slowest cell found on the critical path is sky130_fd_sc_hd__clkdlybuf4s50_1. With the number of warnings in the stage logs at 95, the number of remaining DRC errors is 0. The report lists the number of cells resized after CTS as 0.

The worst path required time is 25.36 ns. The final layout report lists a clock buffer count of 0. The tools report the synthesized cell area as 9130 um^2.

The congestion estimate from routability-driven global placement came to 1.05. The pin closest to its max-slew limit shows a slew of 0.885 ns. The run finished with clean final reports. Combinational group share of total power: 100.0%. Per the OpenROAD floorplan log, the area of the core is 22100 um^2. With the proportion of layout cells with a drive suffix above 1 at 6.77%, the area added between synthesis and finish is 13.7%.

Global-route wire length before repair: 71.3 mm. For the unique cell type count in the Yosys netlist, the log shows 102. The run gives 0% as the sequential group share of total power.

The commonest non-fill, non-tap cell in the layout was sky130_fd_sc_hd__a21oi_1. On the worst path, the slowest cell contributes a delay of 0.65 ns. The minimum setup slack in the final design is 12.70 ns. The instance tally after logic synthesis came out at 1416. In the routed layout, each cell is associated on average with a via count of 6.95.

For the finished layout, the period the worst path requires is 19.00 ns. After the first detailed-routing iteration, the DRC count stood at 1474. The launch point of the worst min-delay path is recorded as selector[0]. In this run the worst path has a maximum fanout of 8. Measured along the y axis, the die boundary spans 153 um. The worst hold path class was primary input to output port. The tools report the worst min-delay path endpoint as y[0]. The initialized floorplan defines 54 standard-cell rows.

Buffer-and-inverter tally for the worst setup path: 3. Hold repair after CTS inserted 0 buffers. The analysis attributes to cell leakage a power of 4.04 nW.

Yosys stat chip area: 9130 um^2. The arrival time of data at the worst endpoint is listed as 12.66 ns.
-- routing by layer --
metal	up-vias	GRT usage, %	wire length (um)
li1	5523	-	-
met1	5626	56.6	20100
met2	820	60.4	19800
met3	146	9.36	5610
met4	0	15.4	2220
met5	-	0	0
-- cells in the mapped netlist, types with 11 or more instances --
cell / count
sky130_fd_sc_hd__a21oi_1: 149
sky130_fd_sc_hd__nor2_1: 144
sky130_fd_sc_hd__nand2_1: 108
sky130_fd_sc_hd__inv_1: 100
sky130_fd_sc_hd__ha_1: 96
sky130_fd_sc_hd__o21ai_0: 93
sky130_fd_sc_hd__clkbuf_1: 59
sky130_fd_sc_hd__nand3_1: 42
sky130_fd_sc_hd__nor3_1: 34
sky130_fd_sc_hd__o22ai_1: 30
sky130_fd_sc_hd__a22oi_1: 28
sky130_fd_sc_hd__o211ai_1: 26
sky130_fd_sc_hd__a221oi_1: 25
sky130_fd_sc_hd__nor4_1: 24
sky130_fd_sc_hd__mux2i_1: 22
sky130_fd_sc_hd__o31ai_1: 22
sky130_fd_sc_hd__nor2b_1: 20
sky130_fd_sc_hd__xnor2_1: 20
sky130_fd_sc_hd__o221ai_1: 18
sky130_fd_sc_hd__a211oi_1: 17
sky130_fd_sc_hd__a221o_1: 16
sky130_fd_sc_hd__buf_2: 16
sky130_fd_sc_hd__nand2b_1: 14
sky130_fd_sc_hd__nand4_1: 14
sky130_fd_sc_hd__a21o_1: 13
sky130_fd_sc_hd__xor2_1: 12
sky130_fd_sc_hd__a31oi_1: 11
sky130_fd_sc_hd__o21a_1: 11
-- power by group through the flow --
stage | registers (mW) | logic, mW | clock network (mW)
finish | 0 | 0.194 | 0.00000000160
CTS | 0 | 0.188 | 0
global route | 0 | 0.207 | 0
-- metrics by stage --
stage	instance area, um^2	total power, mW	utilization [%]	hold slack (ns)	std cells
floorplan	9130	0.113	-	12.78	1416
global placement	10400	0.188	47.0	13.80	1742
detailed placement	10400	0.186	47.0	13.79	1742
CTS	10400	0.188	47.0	13.79	1742
global route	10400	0.207	47.0	13.85	1742
finish	10400	0.194	47.0	13.82	1743
-- cell type report --
type	instances	area, um^2
antenna	1	2.50
fill	2328	11700
inverter	101	379
multi-input combinational	1219	8350
tap	280	350
timing repair buffer	142	1300
-- worst max path at each step --
| stage | startpoint | end | slack [ns] | cells after the start |
|---|---|---|---|---|
| 5_1_grt | a[1] | zero | 12.34 | 21 |
| 4_1_cts | a[1] | zero | 12.73 | 21 |
| 6_report | a[1] | zero | 12.70 | 21 |
-- tightest hold or removal path: cells and delay by family --
kind | cells | cell delay, ns
AOI/OAI and AO/OA | 1 | 0.18
buffers and inverters | 3 | 0.82
and+or+nand+nor | 1 | 0.11
-- logic make-up after synthesis --
kind of cell,Yosys count,synth area share (%)
compound gates,590,45.0
simple gates,474,26.4
buf+inv,197,9.14
fa+ha+maj,98,13.6
xor+xnor,32,3.07
mux,25,2.78
Power is estimated from default activity; no workload was simulated.
