**/design/flow/run.sh**
```bash
#!/bin/bash
# OpenROAD 26Q1-2900-gdf79404cd8, Yosys 0.63+post, stock flow scripts
make -C /OpenROAD-flow-scripts/flow DESIGN_CONFIG=/design/flow/config.mk WORK_HOME=/design/flow/orfs finish
```
**/design/flow/config.mk**
```make
export PLATFORM = sky130hd
export DESIGN_NAME = Data_Memory
export DESIGN_NICKNAME = Data_Memory
export VERILOG_FILES = /design/flow/design.v
export SDC_FILE = /design/flow/constraint.sdc
export NUM_CORES = 4
export LEC_CHECK = 1
export CORE_UTILIZATION = 50
```
**/design/flow/constraint.sdc**
```tcl
current_design Data_Memory

set clk_period 40.2
set clk_io_pct 0.2

create_clock -name clk0 -period $clk_period [get_ports {clk}]

set non_clock_inputs [all_inputs -no_clocks]
set_input_delay [expr $clk_period * $clk_io_pct] -clock clk0 $non_clock_inputs
set_output_delay [expr $clk_period * $clk_io_pct] -clock clk0 [all_outputs]
```
**/design/flow/design.v**
```verilog
module Data_Memory
#
(	
	parameter MEMORY_DEPTH 	= 64,
	parameter DATA_WIDTH 	= 32
)(
	input clk,
	input Write_Enable_i,
	input [DATA_WIDTH-1:0] Write_Data_i,
	input [DATA_WIDTH-1:0] Address_i,
	output [DATA_WIDTH-1:0]	Instruction_o
);
	reg [DATA_WIDTH-1:0] ram [(MEMORY_DEPTH-1):0];
	reg [DATA_WIDTH-1:0] inst_range = 32'h10010000;
	always @(posedge clk) begin
		if (Write_Enable_i) begin
			ram[(Address_i - inst_range) >> 2] <= Write_Data_i;
		end	
	end
	assign Instruction_o = ram[(Address_i - inst_range) >> 2];
endmodule 
```
==> impl_metrics.toml <==
# flow metrics
[outcome]
status = "finished clean"

[floorplanning]
dieHeight_um = 398
coreArea_mm2 = 0.155
num_io_pins = 98
fp.dieArea_mm2 = 0.158
fp.dieW_um = 398
rows = 144
fp_util = 0.506

[cts]
cts_made_buffers = 201
cts.path.max_buffers = 3
cts_tree = "built"
cts.sinks = 2048
cts-root-buf = "clkbuf_16"
holdBufCountCts = 0
htreeDepth = 4
post_cts_resized = 0
path_clk_slew_ns = 0.06
cts_setup_buffers = 0

[routing]
via_per_inst = 6.36
routed_wl_um = 213000
drt_iter0_drc = 2690
dr.pass1.iters = 6
num_vias = 41900
ant_nets = 0
wl_per_cell_um = 32.3
drc = 0

[placed_design]
dp_hpwl_um = 118000
io_buffer_count = 71
globalplace.congestion = 0.907
post-place-cells = 6206

[critical_path]
cp.buffers_inverters = 6
crit_chain = "buf_8, buf_4, buf_4, nor2b_4, buf_4, buf_4, a221oi_1, nor2_1, o21ai_0, o221ai_1, or4_1, clkdlybuf4s50_1"
slowest_stage = "o21ai_0"
endpoint_kind = "output port"
critPathKind = "input pin to output port"
crit_required_ns = 32.16
cp.arrival_ns = 13.09
max_stage_delay_ns = 0.72
critPathTopFamily = "buffers and inverters"
critPathLaunchType = "input pin"
cpMostUsedCell = "buf_4"
worstPathMaxFanout = 49

[final_timing]
slew_violations = 0
period_used_share = 0.526
timing.setup.tns_ns = 0
setup_viol = 0
period_needed_ns = 21.13
timing.slew.headroom = 0.312
hold_viol = 0
clock.fmax_mhz = 47.3
worst_slew_pin_slew_ns = 1.02
rsz0062_at_grt = "no"

[yosys]
post-synth-top-area-cell = "edfxtp_1"
yosys.stat.seqShare = 0.786
synthMostInstantiatedCell = "edfxtp_1"
syn_inst = 4207
fa_ha_area_frac = 0
netlist_area_mm2 = 0.0783
ys_chip_area_mm2 = 0.0783
topCellsByArea = "edfxtp_1, mux2i_1, mux4_2"
simple_gate_share = 0.0283
logic_family = "AND-OR/OR-AND gates"
ys.flops = 2048
mux_area_frac = 0.0819
synthDistinctLibCells = 55
synth-xor-area-share = 0
yosysTopAreaCellShare = 0.786
edf_count = 2048
ff_type = "edfxtp_1"
async_reset_ff_frac = 0
aoi_share = 0.0873
yosysWarnings = 1
top_cells_by_count = "edfxtp_1, mux2i_1, a22oi_1"
syn_avg_cell_area_um2 = 18.6
synth_stat.cells = 4207

[grt]
grt_pass1_wl_um = 303000
antenna_found_initial = 14
grt-ovfl-total = 0
grt_usage = 0.305
grt_pass1_vias = 43000
grt_max_degree = 93

[job]
cap_violations = 0
warning_count = 52

[layout]
instances_no_fill = 6582
reg_top3 = "ram x2048"
largest_register = "ram"
areaGrowthSynthToFinish_pct = 12.6
largest_reg_flops = 2048
layout-drive-gt1-share = 0.175

[power_and_ir_drop]
ir_drop_v = 0.0000415
power_density_mw_per_mm2 = 49.4
p_leak_nw = 28.1

[worst_hold_path]
min_path_type = "input pin to register"
==> path summary, 6_finish.rpt <==
path | depth (start not counted) | from | to
max | 12 | Address_i[2] | Instruction_o[1]
min | 1 | Write_Data_i[10] | ram[37][10]
==> cell families (layout without fill, tap and decap cells) <==
kind of cell	after synthesis	after routing
other cells	0	13
buf+inv	300	618
flops	2048	2048
simple gates	424	424
mux	502	502
compound gates	933	933
==> cell usage in the layout (no fill, tap or decap), types with 32 or more instances in the layout <==
cell type	netlist	layout
and3_1	85	85
nand3_1	54	53
o21ai_0	84	84
mux2_2	147	147
clkbuf_16	0	204
edfxtp_1	2048	2048
mux4_2	96	96
a31oi_1	43	43
mux2i_1	259	259
nor2_1	145	77
clkinv_1	0	55
o22ai_1	93	93
a22oi_1	188	188
buf_2	83	32
nor2_4	0	67
a21oi_1	121	121
buf_4	8	179
clkdlybuf4s50_1	0	36
a22o_1	66	66
clkbuf_1	168	62
a221oi_1	175	175
o22a_1	70	70
==> area by class of cell <==
cell class | instances | area [um^2]
Tap cell | 2044 | 2560
Clock inverter | 97 | 728
Inverter | 2 | 15.0
Fill cell | 11300 | 66600
Clock buffer | 266 | 5340
Antenna cell | 13 | 32.5
Multi-Input combinational cell | 1859 | 16000
Timing Repair Buffer | 253 | 1970
Sequential cell | 2048 | 61500
==> per-layer routing <==
| metal | vias up | track usage | share of wire |
|---|---|---|---|
| met5 | - | 0.0406 | 0.0029 |
| met4 | 24 | 0.0561 | 0.023 |
| met3 | 345 | 0.243 | 0.19 |
| met2 | 2700 | 0.412 | 0.45 |
| met1 | 20900 | 0.419 | 0.34 |
| li1 | 17900 | - | - |
==> through the flow <==
stage	hold WS, ns	cell area [um^2]	total power, mW	util	worst slack [ns]
floorplan	8.14	78300	2.53	-	22.01
global placement	8.44	82100	2.65	0.530	19.15
detailed placement	8.44	82100	2.65	0.530	19.14
CTS	7.56	88200	4.38	0.570	19.13
global route	7.57	88200	4.47	0.570	18.84
finish	7.61	88200	4.35	0.570	19.07
==> power by group <==
part / internal, mW / switching [mW]
registers: 2.36 / 0.00286
clock network: 0.975 / 0.768
logic: 0.0736 / 0.168
Power is estimated from default activity; no workload was simulated.
